==> /design/flow/constraint.sdc <==
current_design Top_module

set clk_period 1.7
set clk_io_pct 0.2

create_clock -name clk0 -period $clk_period [get_ports {clk}]

set non_clock_inputs [all_inputs -no_clocks]
set_input_delay [expr $clk_period * $clk_io_pct] -clock clk0 $non_clock_inputs
set_output_delay [expr $clk_period * $clk_io_pct] -clock clk0 [all_outputs]
==> /design/flow/design.v <==
module BMC_model(currentState,inputBit,rec_code,hamming_dist);
    input [1:0] rec_code;
	input [1:0] currentState;
    input inputBit;
	output reg[2:0] hamming_dist;
	reg [1:0] Cn;
	reg [1:0] expec_code;
	assign Cn = rec_code ^ expec_code;
	assign hamming_dist = Cn[1] + Cn[0];
	always@(*)begin
		case (currentState)
			2'd0:
				if(inputBit == 0)begin
					expec_code = 0;
				end else begin
					expec_code = 3;
				end
			2'd1:
				if(inputBit == 0)begin
					expec_code = 3;
				end else begin
					expec_code = 0;
				end
			2'd2:
				if(inputBit == 0)begin
					expec_code = 1;
				end else begin
					expec_code = 2;
				end
			2'd3:
				if(inputBit == 0)begin
					expec_code = 2;
				end else begin
					expec_code = 1;
				end
            default: expec_code = 2'd0;
        endcase
	end
endmodule
module Control_module(clk,rst_n,seq_rdy,data_ack,currentState,inputBit);
	input clk,rst_n;
	input seq_rdy;
	output reg data_ack;
	output reg [1:0] currentState;
    output reg inputBit;
	always@(posedge clk or negedge rst_n)begin
		if(!rst_n)begin
			currentState <= 2'b11;
		end else if(seq_rdy && inputBit)begin
			if(currentState == 3)begin
				currentState <= 2'b00;
			end else begin
				currentState <= currentState + 1;
			end
		end
	end
	always@(posedge clk or negedge rst_n)begin
		if(!rst_n)begin
			inputBit <= 1 ; 
		end else begin
			inputBit <= ~inputBit;  
		end
	end
	always@(posedge clk or negedge rst_n)begin
		if(!rst_n)begin
			data_ack <= 0 ; 
		end else if(currentState == 3)begin
			data_ack <= 1;  
		end else begin
			data_ack <= 0;
		end
	end
endmodule
module PMU_model (
    input clk,
    input rst_n,
    input [2:0] hamming_dist,
    input [1:0] currentState,
    input inputBit
); 
    reg [3:0] path_metrics [0:3];
    reg [3:0] new_metrics [0:3];
    reg [3:0] candidate_metric;
    reg [1:0] nextState;
    reg [3:0] count;
	reg [12:0] survivors [0:3];
	reg [12:0] new_survivors [0:3];
	assign candidate_metric = path_metrics[currentState] + hamming_dist;
    always @(posedge clk or negedge rst_n) begin
        if (!rst_n) begin
            path_metrics[0] <= 4'd0;
            path_metrics[1] <= 4'd3;
            path_metrics[2] <= 4'd3;
            path_metrics[3] <= 4'd3;
        end else if (count == 8) begin
            path_metrics[0] <= new_metrics[0];
            path_metrics[1] <= new_metrics[1];
            path_metrics[2] <= new_metrics[2];
            path_metrics[3] <= new_metrics[3];
        end
    end
    always @(posedge clk or negedge rst_n) begin
        if (!rst_n) begin
            new_metrics[0] <= 4'd3;
            new_metrics[1] <= 4'd3;
            new_metrics[2] <= 4'd3;
            new_metrics[3] <= 4'd3;
        end else if (count == 8) begin
            new_metrics[0] <= 4'd3;
            new_metrics[1] <= 4'd3;
            new_metrics[2] <= 4'd3;
            new_metrics[3] <= 4'd3;
        end else begin
            if (candidate_metric < new_metrics[nextState]) begin
                case (nextState)
                    2'd0: new_metrics[0] <= candidate_metric;
                    2'd1: new_metrics[1] <= candidate_metric;
                    2'd2: new_metrics[2] <= candidate_metric;
                    2'd3: new_metrics[3] <= candidate_metric;
                endcase
            end
        end
    end
	always @(posedge clk or negedge rst_n) begin
        if (!rst_n) begin
            survivors[0] <= 0;
            survivors[1] <= 0;
            survivors[2] <= 0;
            survivors[3] <= 0;
			survivors[4] <= 0;
			survivors[5] <= 0;
			survivors[6] <= 0;
			survivors[7] <= 0;
			survivors[8] <= 0;
			survivors[9] <= 0;
			survivors[10] <= 0;
			survivors[11] <= 0;
			survivors[12] <= 0;
        end else begin
			if(count == 8)begin
				survivors[0] <= new_survivors[0];
				survivors[1] <= new_survivors[1];
				survivors[2] <= new_survivors[2];
				survivors[3] <= new_survivors[3];
				survivors[4] <= new_survivors[4];
				survivors[5] <= new_survivors[5];
				survivors[6] <= new_survivors[6];
				survivors[7] <= new_survivors[7];
				survivors[8] <= new_survivors[8];
				survivors[9] <= new_survivors[9];
				survivors[10] <= new_survivors[10];
				survivors[11] <= new_survivors[11];
				survivors[12] <= new_survivors[12];
			end
		end
    end
	always @(posedge clk or negedge rst_n) begin
        if (!rst_n) begin
            new_survivors[0] <= 0;
            new_survivors[1] <= 0;
            new_survivors[2] <= 0;
            new_survivors[3] <= 0;
			new_survivors[4] <= 0;
			new_survivors[5] <= 0;
			new_survivors[6] <= 0;
			new_survivors[7] <= 0;
			new_survivors[8] <= 0;
			new_survivors[9] <= 0;
			new_survivors[10] <= 0;
			new_survivors[11] <= 0;
			new_survivors[12] <= 0;
        end else begin
            if (candidate_metric < new_metrics[nextState]) begin
				case (nextState)
					2'd0:new_survivors[0] <= {survivors[currentState][11:0], inputBit}; 
					2'd1:new_survivors[1] <= {survivors[currentState][11:0], inputBit}; 
					2'd2:new_survivors[2] <= {survivors[currentState][11:0], inputBit}; 
					2'd3:new_survivors[3] <= {survivors[currentState][11:0], inputBit}; 
				endcase
            end
        end
    end
    always @(posedge clk or negedge rst_n) begin
        if (!rst_n) begin
            count <= 0;
        end else begin
            if (count == 8) begin
                count <= 1;
            end else begin
                count <= count + 1;
            end    
        end
    end
    always @(*) begin
        if (!rst_n) begin
            nextState = 0;
        end else begin
            case (currentState)
                2'd0: nextState = (inputBit == 0) ? 2'd0 : 2'd2;
                2'd1: nextState = (inputBit == 0) ? 2'd0 : 2'd2;
                2'd2: nextState = (inputBit == 0) ? 2'd1 : 2'd3;
                2'd3: nextState = (inputBit == 0) ? 2'd1 : 2'd3;
                default: nextState = 2'd0;
            endcase
        end
    end
endmodule
module Top_module(clk,rst_n,rx,seq_rdy,data_ack);
	input clk,rst_n;
	input [1:0]rx;
	input seq_rdy;
	output wire data_ack;
	wire [1:0] currentState;
    wire inputBit;
	wire [2:0] hamming_dist;
	Control_module c1(
		.clk(clk),
		.rst_n(rst_n),
		.seq_rdy(seq_rdy),
		.data_ack(data_ack),
		.currentState(currentState),
		.inputBit(inputBit)
	);
	BMC_model b1(
		.rec_code(rx),
		.hamming_dist(hamming_dist),
		.currentState(currentState),
		.inputBit(inputBit)
	);
	PMU_model p1(
		.clk(clk),
		.rst_n(rst_n),
		.hamming_dist(hamming_dist),
		.currentState(currentState),
		.inputBit(inputBit)
	);
endmodule
==> /design/flow/config.mk <==
export PLATFORM = sky130hd
export DESIGN_NAME = Top_module
export DESIGN_NICKNAME = Top_module
export VERILOG_FILES = /design/flow/design.v
export SDC_FILE = /design/flow/constraint.sdc
export NUM_CORES = 4
export LEC_CHECK = 1
export CORE_AREA = 10 10 70 70
export DIE_AREA = 0 0 80 80
==> /design/flow/run.sh <==
#!/bin/bash
# OpenROAD 26Q1-2900-gdf79404cd8, Yosys 0.63+post, stock flow scripts
make -C /OpenROAD-flow-scripts/flow DESIGN_CONFIG=/design/flow/config.mk WORK_HOME=/design/flow/orfs finish
==> results.yml <==
# flow metrics
outcome:
  status: "finished, final reports clean"
synth:
  syn_area_per_cell_um2: 16.02
  synth_seq_share_pct: 64.84
  top_cell: "dfstp_2"
  common_cells: "dfstp_2, mux2_4"
  syn_inst: 10
  synth_xor_xnor_area_share_pct: 0
  logic_family: "multiplexers"
  synth-seq-cells: 4
  synth-async-reset-ratio_pct: 100.0
  yosysChipArea_um2: 160.2
  synth-edff-count: 0
  syn-cell-area_um2: 160.2
  yosys.area_share.aoi_pct: 0
  synth_top_area_share_pct: 49.22
  synth.area.top_cells: "dfstp_2, mux2_4, dfrtp_1, ha_1, nand2_2"
  synthMuxAreaShare_pct: 18.75
  top_area_cell: "dfstp_2"
  netlist-cell-type-count: 7
  yosys_cells: 10
  ff_type: "dfstp_2"
  synth-simple-area-share_pct: 6.250
  ys_sh_adder_pct: 7.813
  synth_warnings: 10
drt:
  vias: 96
  drcViolationCount: 0
  vias_per_cell: 1.524
  dr.first_iter.drc_count: 7
  ant_nets: 0
  wl_um: 251
  wl_per_cell_um: 3.984
  drtPass1Iterations: 2
  insertedDiodeCount: 0
job:
  warnings: 27
  cap_violations: 0
cells_and_area:
  final_area_um2: 274.0
  n_fill_cell: 401
  fin_util_pct: 8.022
  area_growth_pct: 71.09
  drive_above_1_share_pct: 52.94
worst_setup_path:
  cp_top_family: "buffers and inverters"
  cp.required_ns: 1.36
  max_stage_delay_ns: 0.46
  worst-path-max-fanout: 1
  arrival_ns: 1.01
  r2r_slack_ns: 0.62
  cp_num_buf_inv: 1
  critical-path-slowest-cell: "clkdlybuf4s50_1"
  path_class: "reg -> out"
  startpoint_type: "register"
  cp-end-kind: "primary output"
  path_cells: "clkdlybuf4s50_1"
clocking:
  clk_pin_slew_worst_paths_ns: 0.04
  cts_tree: "yes"
  cts_setup_buffers: 0
  clock.latency.late_pin_ns: 0.23
  numCtsBuffers: 3
  cts_hold_buffers: 0
  cts_buffer_depth: 2
  ctsResizeCount: 0
  clock_sinks: 4
  htree_levels: 1
  cts_root_buffer: "clkbuf_4"
die:
  die_h_um: 80
  core_area_um2: 3416
  die_area_um2: 6400
  die_width_um: 80
  fp-utilization_pct: 4.689
  rows: 21
  pin_count: 6
sta:
  skew_ns: 0.01015
  finalSetupTns_ns: 0
  finalCritPeriodShare_pct: 79.63
  hold_viol: 0
  final-setup-viol-count: 0
  grt_setup_unrepaired: "no"
  drv_slew: 0
  period_needed_ns: 1.354
  maxSlewHeadroom_pct: 87.61
  worst_pin_slew_ns: 0.1852
  max_freq_ghz: 0.7387
min_path:
  hold_class: "in -> async"
global_routing:
  grt_pass1_vias: 105
  overflow: 0
  grt_pass1_wl_um: 496
  track_usage_pct: 0.9272
  grt_max_degree: 5
  grt_antenna_before_repair: 0
power_and_ir_drop:
  power_mw: 0.3863
  power_density_nw_per_um2: 1410
  leakage_nw: 0.1018
  peakVddDrop_mv: 0.1841
place:
  port_buffers: 3
  dpl_cell_area_um2: 247.7
  finalWeightedCongestion: 0.5145
  dp_hpwl_um: 204.8
worst paths after layout:
check / from / endpoint / cells after the start
max: c1.data_ack / data_ack / 1
min: rst_n / c1.data_ack / 1
max reg2reg: c1.currentState[0] / c1.currentState[1] / 2
min reg2reg: c1.inputBit / c1.inputBit / 1
max in group asynchronous: rst_n / c1.inputBit / 1
min in group clk0: c1.inputBit / c1.inputBit / 1
logic make-up after synthesis:
group	after synthesis
simple gates	2
fa+ha+maj	1
flops	4
buf+inv	1
mux	2
placed cells by master (no fill, tap or decap), drive strengths merged:
| cell | n |
|---|---|
| clkbuf | 4 |
| clkdlybuf4s50 | 3 |
| dfrtp | 1 |
| dfstp | 3 |
| ha | 1 |
| inv | 1 |
| mux2 | 2 |
| nand2 | 1 |
| nor2 | 1 |
sequential cells by signal, indices dropped and copies added (netlist names):
name and flops:
c1.currentState 2, c1.inputBit 1, c1.data_ack 1
routing by layer:
layer | track usage [%] | wire length [um] | vias up
met3 | 0.5682 | 19 | 2
met5 | 0 | 0 | -
met1 | 1.133 | 111 | 42
li1 | - | - | 48
met2 | 1.124 | 107 | 4
met4 | 0.7042 | 12 | 0
power by group:
group          switching, mW  total, mW  leakage, nW  internal, mW
logic                 0.0254     0.0930       0.0416        0.0676
clock network         0.0376      0.126       0.0150        0.0879
registers             0.0191      0.168       0.0452         0.149
final cells by class:
type	instances	area (um^2)	area share [%]
sequential	4	103.9	37.90
tap	46	57.56	21.00
multi-input combinational	5	52.55	19.18
timing repair buffer	3	30.03	10.96
clock buffer	4	26.28	9.589
inverter	1	3.754	1.370
metrics by stage:
step           worst slack [ns]  hold slack [ns]  instances
6_report                 0.3463           0.3069         63
3_3_place_gp             0.4426           0.4273         59
2_1_floorplan            0.6269          0.04441         10
3_5_place_dp             0.4410           0.4324         59
5_1_grt                  0.2838           0.3118         63
4_1_cts                  0.3142           0.3038         63
Power and IR drop assume default switching activity.
